[./config.mk]
export PLATFORM = sky130hd
export DESIGN_NAME = DataRAM
export DESIGN_NICKNAME = DataRAM
export VERILOG_FILES = /design/flow/design.v
export SDC_FILE = /design/flow/constraint.sdc
export NUM_CORES = 4
export LEC_CHECK = 1
export CORE_UTILIZATION = 30
[./constraint.sdc]
current_design DataRAM

set clk_period 17.5
set clk_io_pct 0.2

create_clock -name clk0 -period $clk_period [get_ports {CLK}]

set non_clock_inputs [all_inputs -no_clocks]
set_input_delay [expr $clk_period * $clk_io_pct] -clock clk0 $non_clock_inputs
set_output_delay [expr $clk_period * $clk_io_pct] -clock clk0 [all_outputs]
[./design.v]
module DataRAM (
  input                CLK,			       
  input        [7:0] AddressValue,
  input                MEM_WRITE,
                       MEM_READ,
  input        [7:0] DataIn,
  output logic [7:0] DataOut);
  logic [7:0] core [0:255];	       
  always_comb			                   
    if(MEM_READ) begin
		DataOut = core[AddressValue];
    end 
    else 
      DataOut = 8'b0;              		   
  always_ff @ (posedge CLK)				   
    if(MEM_WRITE) begin
		core[AddressValue] = DataIn;
    end
endmodule
[./run.sh]
#!/bin/bash
# OpenROAD 26Q1-2900-gdf79404cd8, Yosys 0.63+post, stock flow scripts
make -C /OpenROAD-flow-scripts/flow DESIGN_CONFIG=/design/flow/config.mk WORK_HOME=/design/flow/orfs finish
==> metrics.cfg <==
[placement]
place_area_mm2 = 0.0847
dp_hpwl_um = 120000
port_buffers = 26
gp_congestion = 0.871

[yosys]
flop_cell = edfxtp_1
syn_avg_cell_area_um2 = 20.2
ys_cells = 3962
yosys_area_mm2 = 0.0801
ys_seq_share_pct = 76.8
yosys_register_bits = 2048
async_flop_share_pct = 0
post_synth_num_cell_types = 58
netlist_instances = 3962
synth-edff-count = 2048
syn_area_mm2 = 0.0801
ys_warn_count = 1

[layout]
syn_to_final_growth_pct = 13.8
mostFrequentLayoutCell = edfxtp_1
layout-drive-gt1-share_pct = 20.0
largest_reg_flops = 2048
comb_area_mm2 = 0.0171
regArea_mm2 = 0.0615
lay_top_cells = edfxtp_1, mux4_2, mux2i_1
num-fill-cells = 24300
final_area_mm2 = 0.0912

[routing]
routedWlPerCell_um = 25.3
wirelength_um = 198000
drc_errors = 0
first_pass_iters = 22
post_drt_via_cell_ratio = 5.04
drt_iter0_drc = 2686
num_vias = 39400
drtAntennaViolNets = 0

[die]
die_w_um = 519
die_y_um = 519
dieArea_mm2 = 0.269
row_count = 189
io_pins = 27
core_area_mm2 = 0.265
core_util_floorplan_pct = 30.2

[clock_tree]
cts_tree = built
cts_resized = 0
clk_pin_slew_ns = 0.06
numClockSinks = 2048
cts-root-buf = clkbuf_16
htreeDepth = 4
cts_hold_buf = 0
cts_buffer_depth = 3
post_cts_buffers = 0
cts_buffers = 202

[setup_path]
critical_path_arrival_ns = 9.37
worstPathRequired_ns = 14.00
timing_worst_setup_path_type = in -> out
start_kind = input pin
critPathCaptureType = primary output
path_max_fanout = 67

[timing]
period_needed_ns = 12.87
finalCritPeriodShare_pct = 73.5
hold_ws_ns = 3.08
relSlewSlack_pct = 8.28
finalHoldViolCount = 0
setup_viol = 0
tns_ns = 0
fmax_mhz = 77.7
slew_violations = 0
max_slew.worst_pin.slew_ns = 1.37
grt_setup_unrepaired = false

[pwr]
p_leak_nw = 28.4
power_density_mw_per_mm2 = 111
peakVddDrop_v = 0.000114

[run_status]
outcome = completed

[grt]
antenna_found_initial = 2
grt_remaining_overflow = 0
grt_pass1_vias = 42400
grt_pass1_wl_um = 290000
grt_max_degree = 124
grtUsageTotal_pct = 15.7

[job]
tool_warnings = 29
drv_cap = 0

[hold_path]
hold_path_class = in -> reg

[final cells by class]
cell class | count | area share (%)
Sequential cell | 2048 | 67.4
Multi-Input combinational cell | 1655 | 18.7
Clock buffer | 249 | 5.74
Tap cell | 3533 | 4.85
Timing Repair Buffer | 212 | 1.91
Clock inverter | 112 | 1.34
Inverter | 3 | 0.0123
Antenna cell | 2 | 0.00549
[metal layers]
layer | global-route usage (%) | wire length (um)
met1 | 18.3 | 67400
met2 | 23.6 | 93000
met3 | 10.8 | 29800
met4 | 4.70 | 7290
met5 | 1.78 | 576
[worst max-delay path, cell delays in order]
cell and delay, ns:
buf_8 0.47, buf_4 0.67, buf_4 0.65, buf_4 0.72, mux2i_1 0.16, a22oi_1 0.28, a22oi_1 0.14, o2111ai_1 0.40
o41ai_1 0.24, buf_4 0.19, a221o_1 0.30, a211oi_1 0.89, clkdlybuf4s50_1 0.64
[where the power goes]
group / total, mW / switching [mW] / internal (mW)
clock network: 4.23 / 1.82 / 2.41
registers: 5.41 / 0.00215 / 5.41
logic: 0.493 / 0.330 / 0.163
[worst paths after layout]
path / cells after the start / from / slack [ns] / to
hold / removal: 1 / DataIn[4] / 3.08 / core[242][4]$_DFFE_PP_
setup / recovery: 13 / AddressValue[1] / 4.63 / DataOut[3]
[Yosys cell counts (all sizes together) (2+ instances only)]
library cell / instances / share of area (%)
nor2b: 12 / 0.094
edfxtp: 2048 / 77
nand4: 17 / 0.13
o2111ai: 7 / 0.077
clkbuf: 80 / 0.37
or2: 3 / 0.023
mux2i: 355 / 4.4
nand3b: 2 / 0.019
a221o: 7 / 0.087
a22oi: 126 / 1.2
nand3: 60 / 0.37
and3b: 2 / 0.022
nor3: 57 / 0.36
mux4: 360 / 10
nand2b: 5 / 0.039
a2111oi: 8 / 0.087
nor2: 283 / 1.3
a211oi: 16 / 0.17
o41ai: 7 / 0.077
buf: 176 / 1.6
nor4b: 6 / 0.073
o211ai: 7 / 0.066
nor4: 8 / 0.062
and3: 14 / 0.11
a21oi: 38 / 0.24
a31oi: 7 / 0.055
nand2: 52 / 0.24
a22o: 27 / 0.30
nand4b: 3 / 0.033
o21ai: 25 / 0.16
nand4bb: 2 / 0.028
and2: 8 / 0.062
a221oi: 27 / 0.32
o221ai: 2 / 0.022
o22ai: 92 / 0.72
inv: 3 / 0.014
[cell families (layout without fill, tap and decap cells)]
| kind of cell | count (synthesis) | after routing | synth area share, % |
|---|---|---|---|
| flops | 2048 | 2048 | 76.8 |
| simple gates | 539 | 539 | 3.06 |
| mux | 715 | 715 | 14.6 |
| other cells | 0 | 2 | 0 |
| compound gates | 401 | 401 | 3.61 |
| buf+inv | 259 | 576 | 2.01 |
[metrics by stage]
step / total power, mW / worst slack, ns / cells / util [%]
detailed placement: 6.01 / 4.62 / 7451 / 31.9
CTS: 10.2 / 4.59 / 7812 / 34.4
global placement: 6.01 / 4.58 / 7451 / 31.9
floorplan: 5.79 / 8.75 / 3962 / -
finish: 10.1 / 4.63 / 7814 / 34.4
global route: 10.4 / 4.54 / 7813 / 34.4
Power is estimated from default activity; no workload was simulated.
